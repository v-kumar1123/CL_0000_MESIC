### /design/flow/run.sh
#!/bin/bash
# OpenROAD 26Q1-2900-gdf79404cd8, Yosys 0.63+post, stock flow scripts
make -C /OpenROAD-flow-scripts/flow DESIGN_CONFIG=/design/flow/config.mk WORK_HOME=/design/flow/orfs finish
### /design/flow/config.mk
export PLATFORM = sky130hd
export DESIGN_NAME = general_pwm_generator
export DESIGN_NICKNAME = general_pwm_generator
export VERILOG_FILES = /design/flow/design.v
export SDC_FILE = /design/flow/constraint.sdc
export NUM_CORES = 4
export LEC_CHECK = 1
export CORE_AREA = 10 10 100 100
export DIE_AREA = 0 0 110 110
### /design/flow/constraint.sdc
current_design general_pwm_generator

set clk_period 3.8
set clk_io_pct 0.2

create_clock -name clk0 -period $clk_period [get_ports {clk}]

set non_clock_inputs [all_inputs -no_clocks]
set_input_delay [expr $clk_period * $clk_io_pct] -clock clk0 $non_clock_inputs
set_output_delay [expr $clk_period * $clk_io_pct] -clock clk0 [all_outputs]
### /design/flow/design.v
`default_nettype none
module my_chip (
    input logic [11:0] io_in,  
    output logic [11:0] io_out,  
    input logic clock,
    input logic reset  
);
    general_pwm PWM_1 (.PWM_PERIOD (io_in[0]), .PWM_DUTY (io_in[1]), 
        .SCL (io_in[11]), .CLK (clock), .reset (reset), .M_OUT (io_out [0]));
    general_pwm PWM_2 (.PWM_PERIOD (io_in[2]), .PWM_DUTY (io_in[3]), 
        .SCL (io_in[11]), .CLK (clock), .reset (reset), .M_OUT (io_out [1]));
    servo_pwm SERVO_1 (.S_IN (io_in[4]), .SCL (io_in[11]), .CLK (clock), 
        .reset (reset), .S_OUT (io_out[2]));
    servo_pwm SERVO_2 (.S_IN (io_in[5]), .SCL (io_in[11]), .CLK (clock), 
        .reset (reset), .S_OUT (io_out[3]));
    decode_module DECODE_1 (.A (io_in[6]), .B (io_in[7]), .clock (clock),
        .reset (reset), .p (io_out[4]), .dir (io_out[5]));
    decode_module DECODE_2 (.A (io_in[8]), .B (io_in[9]), .clock (clock),
        .reset (reset), .p (io_out[6]), .dir (io_out[7]));
endmodule
module general_pwm (input logic PWM_PERIOD,
                    input logic PWM_DUTY, 
                    input logic SCL,
                    input logic CLK, reset,
                    output logic M_OUT);
  logic [15:0] period_reg, duty_reg, period, duty_cycle;
  logic [4:0] twelve_count;
  logic last_in_clk, in_clk_rose;
  assign in_clk_rose = (SCL && !last_in_clk);
    always_ff @(posedge CLK) begin
        last_in_clk <= SCL;
        if (reset) twelve_count <= 0;
        else begin 
            if (in_clk_rose) begin 
              period_reg <= {period_reg[10:0], PWM_PERIOD};
              duty_reg <= {duty_reg[10:0], PWM_DUTY};              
            end
            if (twelve_count == 'd12) begin
                period <= period_reg;
                duty_cycle <= duty_reg;
                twelve_count = 0;
            end
            else twelve_count = twelve_count + 1;
        end
    end
endmodule
module general_pwm_generator (
    input logic clk,
    input logic rst,
    input logic [15:0] period, duty_cycle,
    output logic pwm_out
  );
  logic [15:0] ctr_d;
  always @(posedge clk) begin
    if (rst) begin
      ctr_d <= 1'b0;
      pwm_out <= 1;
    end else begin
      if (ctr_d == period) begin
        ctr_d = 0;
      end
      if (ctr_d < duty_cycle) 
        pwm_out <= 1;
      else 
        pwm_out <= 0;
      ctr_d = ctr_d + 1;
    end
  end
endmodule
module servo_pwm (input logic S_IN, 
                  input logic SCL,
                  input logic CLK, reset,
                  output logic S_OUT);
    logic [7:0] shreg, position;
    logic [3:0] eight_count;
    logic last_in_clk, in_clk_rose;
    assign in_clk_rose = (SCL && !last_in_clk);
    always_ff @(posedge CLK) begin
        last_in_clk <= SCL;
        if (reset) eight_count <= 0;
        else begin 
            if (in_clk_rose) shreg <= {shreg[6:0], S_IN};
            if (eight_count == 'd8) begin
                position <= shreg;
                eight_count = 0;
            end
            else eight_count = eight_count + 1;
        end
    end
    servo_pwm_generator pwm (.clk (CLK), .servo (S_OUT), .rst (reset), .*);
endmodule: servo_pwm
module servo_pwm_generator (
    input clk,
    input rst,
    input [7:0] position,
    output logic servo
  );
  reg pwm_d, pwm_q;
  reg [19:0] ctr_d, ctr_q;
  logic [19:0] temp_val;
  assign temp_val = 1000 + (position << 2) - 12;
  always_ff @(posedge clk) begin
    if (rst) begin
      ctr_d <= 1'b0;
    end else begin
      if (ctr_d == 20000) begin
        ctr_d = 0;
      end
      if (ctr_d < (temp_val)) 
        servo <= 1;
      else 
        servo <= 0;
      ctr_d = ctr_d + 1;
    end
  end
endmodule
module decode_module (input logic A, B, clock, reset,
                      output logic p, dir);
    logic [5:0] diff_count;
    logic A_prev, B_prev;
    always @(posedge clock) begin
        if (reset) begin
            p <= 0;
            dir <= 0;
        end else begin
            if (A & ~A_prev & ~B) begin
                dir <= 1;
            end else if (B & ~B_prev & ~A) begin
                dir <= 0;
            end
            if (A & ~B) begin
                p <= 1;
            end else begin
                p <= 0;
            end
        end
        A_prev <= A;
        B_prev <= B;
    end
endmodule
==> results.yml <==
# flow metrics
die:
  coreArea_sq_um: 7810
  die_w_um: 110
  die_h_um: 110
  ios: 35
  rows: 32
  fp_util_pct: 17.6
  dieArea_sq_um: 12100
power:
  power.density_nw_per_um2: 209
  vdd.ir_drop.worst_uv: 114
  p_leak_uw: 0.000861
yosys:
  postSynthSeqShare_pct: 24.7
  ys_warn_count: 1
  yosys_cells: 168
  synth_area_sq_um: 1380
  synth-seq-cells: 17
  yosys_area_sq_um: 1380
  async_flop_share_pct: 0
  edf_count: 0
  syn_area_per_cell_sq_um: 8.20
  synth_cell_type_count: 30
  flop_cell: "dfxtp_1"
  synthCells: 168
setup_path:
  required_ns: 3.98
  r2r_end: "pwm_out$_SDFF_PP1_"
  rrSetupSlack_ns: 1.04
  worst_setup_path_end_kind: "flip-flop"
  reg2regPathDepth: 11
  worst-setup-path-type: "input pin to flip-flop"
  startpoint_type: "input pin"
  crit_fanout: 11
  rr_startpoint: "ctr_d[3]$_SDFF_PP0_"
  arrival_ns: 3.49
clock_tree:
  cts_resized: 0
  clk_pin_slew_worst_paths_ns: 0.07
  postCtsSetupBuffers: 0
  cts_tree: "built"
  cts_made_buffers: 3
  clockBufferDepth: 2
  clkLatencyLatePin_ns: 0.26
  root_buffer: "clkbuf_8"
  cts_sinks: 17
  cts_hold_buf: 0
  htreeDepth: 1
grt:
  grt_max_degree: 14
  grt_pass1_vias: 1270
  track_usage_pct: 6.02
  antenna_found_initial: 0
  grt_pass1_wl_um: 5850
  overflow: 0
routing:
  viasPerCell: 3.81
  postRouteAntennaNets: 0
  num_vias: 1169
  n_antenna_cell: 0
  drtIter0Drc: 92
  dr.pass1.iters: 4
  post-route-drc-count: 0
  totalWireLength_um: 3590
  wl_per_cell_um: 11.7
hold_path:
  hold_depth: 2
  worstHoldPathType: "flip-flop to flip-flop"
  min_to: "ctr_d[2]$_SDFF_PP0_"
  min-delay-start: "ctr_d[2]$_SDFF_PP0_"
sta:
  relSlewSlack_pct: 62.4
  fin_crit_ns: 3.31
  setup_violations: 0
  worst_pin_slew_ns: 0.564
  clock.fmax_mhz: 302
  rsz0062_at_grt: "false"
  maxSlewViolCount: 0
  finalHoldViolCount: 0
  finalSetupTns_ns: 0
  fin_skew_ns: 0.0108
  period_used_pct: 87.1
cells_and_area:
  design_area_sq_um: 1890
  comb_area_sq_um: 966
  fill_cells: 869
  drive_gt1_share_pct: 5.37
  seq_area_sq_um: 340
  area_growth_pct: 37.3
placed_design:
  place_area_sq_um: 1850
  gp_congestion: 0.852
  portBuffers: 34
  hpwlAfterDp_um: 3030
job:
  drv_cap: 0
  warnings: 25
status:
  status: "completed"
## critical path, stage by stage
cell and delay, ns:
clkdlybuf4s50_1 0.43, xor2_1 0.18, nor4_1 0.41, nand4_2 0.25
buf_4 0.24, and2_1 0.15, ha_1 0.28, a21o_1 0.16
a21oi_1 0.15, nor2b_1 0.06, o31a_1 0.28, a211oi_2 0.13
## per-stage QoR
| step | hold WS [ns] | util (%) | worst slack, ns | std cells | power [uW] |
|---|---|---|---|---|---|
| 6_report | 0.568 | 24.2 | 0.491 | 307 | 396 |
| 3_3_place_gp | 0.555 | 23.6 | 0.230 | 303 | 264 |
| 3_5_place_dp | 0.545 | 23.6 | 0.207 | 303 | 264 |
| 2_1_floorplan | 0.503 | - | 0.923 | 168 | 219 |
| 5_1_grt | 0.607 | 24.2 | 0.305 | 307 | 418 |
| 4_1_cts | 0.568 | 24.2 | 0.447 | 307 | 401 |
## layer usage
| layer | track usage (%) | vias up | wire, um |
|---|---|---|---|
| met2 | 9.95 | 23 | 1640 |
| met4 | 0.558 | 0 | 37 |
| li1 | - | 632 | - |
| met1 | 7.61 | 510 | 1660 |
| met5 | 0 | - | 0 |
| met3 | 2.23 | 4 | 253 |
## worst max path at each step
stage,startpoint,end,depth (start not counted)
4_1_cts,period[3],pwm_out$_SDFF_PP1_,12
5_1_grt,period[15],pwm_out$_SDFF_PP1_,12
6_report,period[3],pwm_out$_SDFF_PP1_,12
## area by class of cell
cell class | count | share of cell area, %
clock inverters | 1 | 0.265
flip-flops and latches | 17 | 18.0
repair buffers | 36 | 18.8
inverters | 15 | 2.98
well taps | 102 | 6.75
clock buffers | 3 | 2.18
multi-input cells | 133 | 51.1
## flip-flops by register name, indices dropped and copies added (netlist names)
name,count
ctr_d,16
pwm_out,1
## report_power, final
group / internal, uW / total [uW] / switching, uW
registers: 181 / 184 / 3.38
logic: 46.7 / 75.3 / 28.7
clock network: 72.7 / 136 / 63.3
total: 300 / 396 / 95.4
## placed cells by master (no fill, tap or decap), drive strengths merged, types with 6 or more instances in the layout
master,n
inv,15
ha,16
xor2,24
dfxtp,17
and2,17
nor2,22
nand3,7
clkdlybuf4s50,34
nand2,6
## cell usage after synthesis, types with 2 or more instances
cell type  instances  area [sq um]
xor2_1            24           210
nor2_1            22          82.6
dfxtp_1           17           340
and2_1            16           100
ha_1              16           200
inv_1             15          56.3
nand3_1            7          35.0
nand2_1            6          22.5
xnor2_1            5          43.8
and3_1             4          25.0
nand4_1            4          25.0
nor2b_1            4          25.0
a21o_1             3          22.5
nor4_1             3          18.8
a21oi_1            2          10.0
and4_1             2          17.5
clkbuf_1           2          7.51
nand2b_1           2          12.5
nor4_2             2          25.0
o21ai_0            2          10.0
## cell families (layout without fill, tap and decap cells)
logic type | Yosys count | in the layout | share of synthesized area, %
AND/OR/NAND/NOR | 75 | 75 | 30.3
AND-OR/OR-AND | 13 | 13 | 6.81
buffers and inverters | 18 | 55 | 5.18
adder cells (fa/ha/maj) | 16 | 16 | 14.5
flip-flops | 17 | 17 | 24.7
XOR/XNOR | 29 | 29 | 18.4
No activity file was given, so power comes from the tool's default toggle rates.
