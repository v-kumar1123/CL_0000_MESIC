<file path="flow/design.v">
`default_nettype none
module my_chip (
    input logic [11:0] io_in,  
    output logic [11:0] io_out,  
    input logic clock,
    input logic reset  
);
    general_pwm PWM_1 (.PWM_PERIOD (io_in[0]), .PWM_DUTY (io_in[1]), 
        .SCL (io_in[11]), .CLK (clock), .reset (reset), .M_OUT (io_out [0]));
    general_pwm PWM_2 (.PWM_PERIOD (io_in[2]), .PWM_DUTY (io_in[3]), 
        .SCL (io_in[11]), .CLK (clock), .reset (reset), .M_OUT (io_out [1]));
    servo_pwm SERVO_1 (.S_IN (io_in[4]), .SCL (io_in[11]), .CLK (clock), 
        .reset (reset), .S_OUT (io_out[2]));
    servo_pwm SERVO_2 (.S_IN (io_in[5]), .SCL (io_in[11]), .CLK (clock), 
        .reset (reset), .S_OUT (io_out[3]));
    decode_module DECODE_1 (.A (io_in[6]), .B (io_in[7]), .clock (clock),
        .reset (reset), .p (io_out[4]), .dir (io_out[5]));
    decode_module DECODE_2 (.A (io_in[8]), .B (io_in[9]), .clock (clock),
        .reset (reset), .p (io_out[6]), .dir (io_out[7]));
endmodule
module general_pwm (input logic PWM_PERIOD,
                    input logic PWM_DUTY, 
                    input logic SCL,
                    input logic CLK, reset,
                    output logic M_OUT);
  logic [15:0] period_reg, duty_reg, period, duty_cycle;
  logic [4:0] twelve_count;
  logic last_in_clk, in_clk_rose;
  assign in_clk_rose = (SCL && !last_in_clk);
    always_ff @(posedge CLK) begin
        last_in_clk <= SCL;
        if (reset) twelve_count <= 0;
        else begin 
            if (in_clk_rose) begin 
              period_reg <= {period_reg[10:0], PWM_PERIOD};
              duty_reg <= {duty_reg[10:0], PWM_DUTY};              
            end
            if (twelve_count == 'd12) begin
                period <= period_reg;
                duty_cycle <= duty_reg;
                twelve_count = 0;
            end
            else twelve_count = twelve_count + 1;
        end
    end
endmodule
module general_pwm_generator (
    input logic clk,
    input logic rst,
    input logic [15:0] period, duty_cycle,
    output logic pwm_out
  );
  logic [15:0] ctr_d;
  always @(posedge clk) begin
    if (rst) begin
      ctr_d <= 1'b0;
      pwm_out <= 1;
    end else begin
      if (ctr_d == period) begin
        ctr_d = 0;
      end
      if (ctr_d < duty_cycle) 
        pwm_out <= 1;
      else 
        pwm_out <= 0;
      ctr_d = ctr_d + 1;
    end
  end
endmodule
module servo_pwm (input logic S_IN, 
                  input logic SCL,
                  input logic CLK, reset,
                  output logic S_OUT);
    logic [7:0] shreg, position;
    logic [3:0] eight_count;
    logic last_in_clk, in_clk_rose;
    assign in_clk_rose = (SCL && !last_in_clk);
    always_ff @(posedge CLK) begin
        last_in_clk <= SCL;
        if (reset) eight_count <= 0;
        else begin 
            if (in_clk_rose) shreg <= {shreg[6:0], S_IN};
            if (eight_count == 'd8) begin
                position <= shreg;
                eight_count = 0;
            end
            else eight_count = eight_count + 1;
        end
    end
    servo_pwm_generator pwm (.clk (CLK), .servo (S_OUT), .rst (reset), .*);
endmodule: servo_pwm
module servo_pwm_generator (
    input clk,
    input rst,
    input [7:0] position,
    output logic servo
  );
  reg pwm_d, pwm_q;
  reg [19:0] ctr_d, ctr_q;
  logic [19:0] temp_val;
  assign temp_val = 1000 + (position << 2) - 12;
  always_ff @(posedge clk) begin
    if (rst) begin
      ctr_d <= 1'b0;
    end else begin
      if (ctr_d == 20000) begin
        ctr_d = 0;
      end
      if (ctr_d < (temp_val)) 
        servo <= 1;
      else 
        servo <= 0;
      ctr_d = ctr_d + 1;
    end
  end
endmodule
module decode_module (input logic A, B, clock, reset,
                      output logic p, dir);
    logic [5:0] diff_count;
    logic A_prev, B_prev;
    always @(posedge clock) begin
        if (reset) begin
            p <= 0;
            dir <= 0;
        end else begin
            if (A & ~A_prev & ~B) begin
                dir <= 1;
            end else if (B & ~B_prev & ~A) begin
                dir <= 0;
            end
            if (A & ~B) begin
                p <= 1;
            end else begin
                p <= 0;
            end
        end
        A_prev <= A;
        B_prev <= B;
    end
endmodule
`default_nettype none
module toplevel_chip (
    input [13:0] io_in,
    output [13:0] io_out
);
    my_chip mchip (
        .io_in(io_in[11:0]),
        .io_out(io_out[11:0]),
        .clock(io_in[12]),
        .reset(io_in[13])
    );
    assign io_out[13:12] = 2'b00;
endmodule
</file>
<file path="flow/config.mk">
export PLATFORM = sky130hd
export DESIGN_NAME = toplevel_chip
export DESIGN_NICKNAME = toplevel_chip
export VERILOG_FILES = /design/flow/design.v
export SDC_FILE = /design/flow/constraint.sdc
export NUM_CORES = 4
export LEC_CHECK = 1
export CORE_UTILIZATION = 50
</file>
<file path="flow/constraint.sdc">
current_design toplevel_chip

set clk_period 3.4
set clk_io_pct 0.2

create_clock -name clk0 -period $clk_period [get_ports {io_in}]

set non_clock_inputs [all_inputs -no_clocks]
set_input_delay [expr $clk_period * $clk_io_pct] -clock clk0 $non_clock_inputs
set_output_delay [expr $clk_period * $clk_io_pct] -clock clk0 [all_outputs]
</file>
<file path="flow/run.sh">
#!/bin/bash
# OpenROAD 26Q1-2900-gdf79404cd8, Yosys 0.63+post, stock flow scripts
make -C /OpenROAD-flow-scripts/flow DESIGN_CONFIG=/design/flow/config.mk WORK_HOME=/design/flow/orfs finish
</file>
==> results.sh <==
# implementation run metrics
export IMPL_tool_warnings=503
export IMPL_die_area_um2=10500
export IMPL_wirelength_mm=9.91
export IMPL_critPathLaunchType="flop"
export IMPL_worstSkewPairLatency_ns=0.29
export IMPL_period_used_pct=92.8
export IMPL_setup_tns_final_ns=0
export IMPL_r2r_start="mchip.SERVO_1.position[1]"
export IMPL_outcome="finished, violations left"
export IMPL_ctsResizeCount=0
export IMPL_io_pins=28
export IMPL_yosysTopAreaCell="dfxtp_1"
export IMPL_ff_type="dfxtp_1"
export IMPL_row_count=36
export IMPL_synth_most_common_cell="nor2_1"
export IMPL_crit_end="mchip.SERVO_1.pwm.servo"
export IMPL_die_h_um=103
export IMPL_ys_seq_share_pct=42.6
export IMPL_critical_path_class="flop to flop"
export IMPL_cts_setup_buffers=0
export IMPL_rsz0062_at_grt="false"
export IMPL_grt_usage_pct=21.7
export IMPL_synthTopCellsByCount="nor2_1 (66), dfxtp_1 (57), ha_1 (48)"
export IMPL_holdWs_ns=-0.197
export IMPL_hold_class="clock port to flop"
export IMPL_pre_cts_ws_ns=0.356
export IMPL_cp_required_ns=3.54
export IMPL_violations="negative hold slack"
export IMPL_synth_top_cell_area_share_pct=22.5
export IMPL_antenna_found_initial=0
export IMPL_vias_per_cell=5.21
export IMPL_irDropWorstVdd_uv=732
export IMPL_num_vias=3831
export IMPL_power_leakage_uw=0.00272
export IMPL_slowest_stage="edfxtp_1"
export IMPL_syn_cell_area_um2=5070
export IMPL_core_area_um2=9820
export IMPL_crit_family="simple AND/OR/NAND/NOR gates"
export IMPL_fin_ws_ns=0.245
export IMPL_diodes=0
export IMPL_drtAntennaViolNets=0
export IMPL_place_hpwl_mm=5.91
export IMPL_syn_avg_cell_area_um2=9.37
export IMPL_edf_count=34
export IMPL_place_gp_congestion=0.836
export IMPL_crit_buf_inv=0
export IMPL_startpoint="mchip.SERVO_1.position[1]"
export IMPL_drv_cap=0
export IMPL_path_cells="ha_1 > nor4b_1 > a21oi_1 > nor3_1 > and3_1 > ha_1 > ha_1 > a211oi_1 > nand2_1 > nor4_1 > nor3_1 > o22ai_1"
export IMPL_finalHoldViolCount=7
export IMPL_tritoncts="built"
export IMPL_yosys_warnings=10
export IMPL_clkSlewWorstSetupHoldPaths_ns=0.07
export IMPL_syn_to_final_growth_pct=22.3
export IMPL_slew_violations=0
export IMPL_async_flop_share_pct=0
export IMPL_endpoint_kind="flop"
export IMPL_r2r_setup_slack_ns=0.24
export IMPL_setup_viol=0
export IMPL_cts_hold_buf=0
export IMPL_port_buffers=6
export IMPL_dr_pass1_iters=4
export IMPL_die_w_um=103
export IMPL_drive_gt1_share_pct=11.9
export IMPL_drc_errors=0
export IMPL_slowest_delay_ns=0.42
export IMPL_globalRouteOverflowTotal=0
export IMPL_crit_arrival_ns=3.30
export IMPL_wire_per_inst_um=13.5
export IMPL_grt_max_degree=17
export IMPL_worstReg2RegEnd="mchip.SERVO_1.pwm.servo"
export IMPL_crit_fanout=8
export IMPL_topCellsByArea="dfxtp_1 (23%), edfxtp_1 (20%), ha_1 (12%)"
export IMPL_period_minus_slack_ns=3.16
export IMPL_grt_pass1_wl_mm=16.8
export IMPL_numSynthFlops=91
export IMPL_crit_top_cell="ha_1"
export IMPL_ys_cells=541
export IMPL_maxSlewHeadroom_pct=45.7
export IMPL_synth_cell_types=50
export IMPL_rr_worst_depth=12
export IMPL_max_freq_mhz=317
export IMPL_syn_inst=541
export IMPL_critical_path_depth=12
export IMPL_tightest_slew_ns=0.808
export IMPL_grt_pass1_vias=4348
export IMPL_drt_initial_drc_count=119
export IMPL_initCoreUtil_pct=51.6
export IMPL_power_density_nw_per_um2=723
export IMPL_yosys_area_um2=5070
export IMPL_clock_skew_ns=0.00225
placed cells by master (no fill, tap or decap), types with 21 or more instances in the layout:
| master | instances |
|---|---|
| clkbuf_8 | 42 |
| conb_1 | 24 |
| dfxtp_1 | 57 |
| edfxtp_1 | 34 |
| ha_1 | 48 |
| inv_1 | 28 |
| nand2_1 | 23 |
| nor2_1 | 66 |
| o21ai_0 | 22 |
| xnor2_1 | 32 |
| xor2_1 | 21 |
worst reg2reg max path, delay by kind of cell, from the launching register on:
family	cells	cell delay, ns
compound gates	3	0.50
fa+ha+maj	3	0.77
flops	1	0.42
simple gates	6	1.33
how the worst min path moves through the flow:
stage | from | end | slack [ns] | cells after the start
final | io_in[4] | mchip.SERVO_1.shreg[0] | -0.20 | 0
after global routing | io_in[4] | mchip.SERVO_1.shreg[0] | -0.30 | 0
after CTS | io_in[4] | mchip.SERVO_1.shreg[0] | -0.30 | 0
power breakdown:
group	internal (µW)	switching [µW]
Sequential	1330	3.53
Combinational	23.5	8.68
Clock	2100	1020
Total	3450	1030
layout make-up:
class / count / area [µm²]
well taps: 133 / 166
repair buffers: 8 / 75.1
clock inverters: 24 / 166
clock buffers: 66 / 912
multi-input cells: 390 / 2630
inverters: 24 / 90.1
fillers: 778 / 3620
flip-flops and latches: 91 / 2160
cells by family (layout without fill, tap and decap cells):
group                      count (synthesis)  after routing  synth area share [%]
DFF                                       91             91                  42.6
and+or+nand+nor                          193            193                  20.1
adders and majority gates                 48             48                  11.8
AOI/OAI and AO/OA                         69             69                  8.24
other                                      2             24                 0.148
muxes                                      3              3                 0.592
buffers and inverters                     82            122                  7.28
xor gates and xnor gates                  53             53                  9.16
sequential cells by signal, indices dropped and copies added, names as in the netlist, 4 cells and up:
| signal | flops |
|---|---|
| mchip.SERVO_1.position | 8 |
| mchip.SERVO_1.shreg | 8 |
| mchip.SERVO_2.eight_count | 4 |
| mchip.SERVO_2.position | 8 |
| mchip.SERVO_1.eight_count | 4 |
| mchip.SERVO_2.pwm.ctr_d | 20 |
| mchip.SERVO_1.pwm.ctr_d | 20 |
| mchip.SERVO_2.shreg | 8 |
stage by stage:
stage	utilization [%]	power (µW)	cells	area, µm²	hold WS, ns
2_1_floorplan	-	2000	563	5160	0.0277
3_3_place_gp	52.3	1860	649	5130	0.0277
3_5_place_dp	52.3	1860	649	5130	0.0277
4_1_cts	63.1	5020	736	6200	-0.300
5_1_grt	63.1	5190	736	6200	-0.304
6_report	63.1	4480	736	6200	-0.197
metal layers:
layer | track usage, % | wire (µm) | part of all wire (%) | vias to the layer above
met1 | 26.4 | 4660 | 47 | 1703
met5 | 1.44 | 0 | 0 | -
li1 | - | - | - | 1938
met4 | 21.2 | 418 | 4.2 | 0
met3 | 17.2 | 916 | 9.2 | 50
met2 | 22.8 | 3910 | 39 | 140
Power and IR drop assume default switching activity.
